File: design.v
package  Pipe_Buf_Reg_PKG;
    typedef struct packed{
        logic [8:0]     Curr_Pc;
        logic [31:0]    Curr_Instr;
    } if_id_reg;
    typedef struct packed{
        logic ALUSrc;
        logic MemtoReg;
        logic RegWrite;
        logic MemRead;
        logic MemWrite;
        logic [1:0]     ALUOp;
        logic Branch;
        logic JalrSel;
        logic [1:0]     RWSel;
        logic [8:0]     Curr_Pc;
        logic [31:0]    RD_One;
        logic [31:0]    RD_Two;
        logic [4:0]     RS_One;
        logic [4:0]     RS_Two;
        logic [4:0]     rd;
        logic [31:0]    ImmG;
        logic [2:0]     func3;
        logic [6:0]     func7;
        logic [31:0]    Curr_Instr;
    } id_ex_reg;
    typedef struct packed{
        logic RegWrite;
        logic MemtoReg;
        logic MemRead;
        logic MemWrite;
        logic [1:0]     RWSel;
        logic [31:0]    Pc_Imm;
        logic [31:0]    Pc_Four;
        logic [31:0]    Imm_Out;
        logic [31:0]    Alu_Result;
        logic [31:0]    RD_Two;
        logic [4:0]     rd;
        logic [2:0]     func3;
        logic [6:0]     func7;
        logic [31:0]    Curr_Instr;
    } ex_mem_reg;
    typedef struct packed{
        logic RegWrite;
        logic MemtoReg;
        logic [1:0]     RWSel;
        logic [31:0]    Pc_Imm;
        logic [31:0]    Pc_Four;
        logic [31:0]    Imm_Out;
        logic [31:0]    Alu_Result;
        logic [31:0]    MemReadData;
        logic [4:0]     rd;
        logic [31:0]    Curr_Instr;
    } mem_wb_reg;
endpackage
`timescale 1ns / 1ps
module instructionmemory#(
    parameter INS_ADDRESS = 9,
    parameter INS_W = 32
     )(
    input logic [ INS_ADDRESS -1:0] ra ,  
    output logic [ INS_W -1:0] rd  
    );
logic [INS_W-1 :0] Inst_mem [(2**(INS_ADDRESS-2))-1:0];
assign Inst_mem[0 ]=32'b00000000000000000000000000010011; 
assign Inst_mem[1 ]=32'b00000000100000000000000010010011; 
assign Inst_mem[2 ]=32'b00000000010000000000000100010011; 
assign Inst_mem[3 ]=32'b00000000001000001110000110110011; 
assign Inst_mem[4 ]=32'b00000000000000010110001000110011; 
assign Inst_mem[5 ]=32'b00000000001000100000001100110011; 
assign Inst_mem[6 ]=32'b00000000001000000000001000010011; 
assign Inst_mem[7 ]=32'b11111111111000000000001010010011; 
assign Inst_mem[8 ]=32'b00000000010000001001100100110011; 
assign Inst_mem[9 ]=32'b00000000010000101101100110110011; 
assign Inst_mem[10 ]=32'b01000000010000101101101000110011; 
assign Inst_mem[11]=32'b00000000001000001010101010110011; 
assign Inst_mem[12]=32'b00000000000100010010101100110011; 
assign Inst_mem[13]=32'b00000000000100101011101110110011; 
assign Inst_mem[14]=32'b00000000010100001011110000110011; 
assign Inst_mem[15]=32'b00000000100000001010110010010011; 
assign Inst_mem[16]=32'b00000001000000001010110100010011; 
assign Inst_mem[17]=32'b11111111110000000000001010010011; 
assign Inst_mem[18]=32'b11111111111000001011110110010011; 
assign Inst_mem[19]=32'b11111111111000101011111000010011; 
assign Inst_mem[20]=32'b00000000000100101001111010010011; 
assign Inst_mem[21]=32'b00000000000100101101111100010011; 
assign Inst_mem[22]=32'b01000000000100101101111110010011; 
assign Inst_mem[23]=32'b00000000101000001100001100010011; 
assign Inst_mem[24]=32'b00000000001000001110001110010011; 
assign Inst_mem[25]=32'b00000000101000001111010000010011; 
assign Inst_mem[26]=32'b00000000001000001100010010110011; 
assign rd =  Inst_mem [ra[INS_ADDRESS-1:2]];  
endmodule
File: run.sh
#!/bin/bash
# OpenROAD 26Q1-2900-gdf79404cd8, Yosys 0.63+post, stock flow scripts
make -C /OpenROAD-flow-scripts/flow DESIGN_CONFIG=/design/flow/config.mk WORK_HOME=/design/flow/orfs finish
File: config.mk
export PLATFORM = sky130hd
export DESIGN_NAME = instructionmemory
export DESIGN_NICKNAME = instructionmemory
export VERILOG_FILES = /design/flow/design.v
export SDC_FILE = /design/flow/constraint.sdc
export NUM_CORES = 4
export LEC_CHECK = 1
export CORE_AREA = 10 10 83 83
export DIE_AREA = 0 0 93 93
File: constraint.sdc
current_design instructionmemory

set clk_period 2.5
set clk_io_pct 0.2

create_clock -name clk0 -period $clk_period

set non_clock_inputs [all_inputs -no_clocks]
set_input_delay [expr $clk_period * $clk_io_pct] -clock clk0 $non_clock_inputs
set_output_delay [expr $clk_period * $clk_io_pct] -clock clk0 [all_outputs]
==> results.txt <==
Crit Path Category: in2out
Routed met1 length: 1.77 mm
Final min period: 2400 ps
Setup crit start kind: primary input
Via density: 4.37
F_max: 0.416 GHz
Clk_buf instances: 0
Final core occ: 31.3%
Sw frac: 45.1%
Flop Count: 0
Detailed Route Iter0 Violations: 66
Drt total wl: 3.41 mm
DRC viols: 0
Layout cells sized above 1: 41.2%
Dpl cells: 266
Cell Int Power: 125 uW
Die area: 8650 um^2
DRT antenna net count: 0
Die width: 93 um
Required @ worst endpoint: 2000 ps
Distinct cell type count after synthesis: 45
Final HPWL DP: 2.57 mm
DRT Pass-1 Iters: 4
Core Rows: 26
Post-Syn Instances: 142
Status: finished clean
Pin count of the biggest net entering global routing: 15
FF+latch area: 0 um^2
Ys Warns: 3234
Initial antenna violation count: 0
Vias in the first global route: 1127
Hold Crit Start: ra[5]
Critical path origin: ra[2]
Gr ovfl total: 0
Pre-CTS WS: -417 ps
Wire length on met2: 1.49 mm
GRT Util Overall: 7.56%
Via count: 1197
Power Dens Cells: 141 nW/um^2
DIE HEIGHT: 93 um
Combinational share of power: 100.0%
Register area share after synthesis: 0%
Setup TNS: 0 ps
OpenROAD warning count: 34
GP Congestion: 0.868
Final setup vio count: 0
WL/cell: 12.4 um
Clock power share: 0%
Worst EP arrival: 1900 ps
P&R area growth vs syn: 80.9%
Top logic cells by instance count in the layout: buf_4 (45), a21oi_1 (15), nor2_1 (12)
P_sw: 103 uW
Peak supply drop: 0.0000657 V
Critical path endpoint category: output pin
Leak: 0.000835 uW
Layout fillers: 585
RSZ-0062 raised after global routing: no
HP Class: in2out
Logic area: 774 um^2
Max_cap viols: 0
Max layer used: met3
Number of hold violations in the final report: 0
Core footprint: 5140 um^2
First-pass GRT wire length: 5.71 mm
Cell area leaders: buf_4 (14%), a21oi_1 (11%), buf_6 (6.3%)
Post-synth top area cell: buf_4
Worst-path fanout max: 5
Cells in synth_stat.txt: 142
FP Util: 17.3%
Detail Route met3 WL: 145 um
Worst setup margin: 98.3 ps
IO buf count: 31
Reg power frac: 0%
Hold path cells: 5
Yosys chip area: 890 um^2
Inserted Diodes: 0
Top cell type's share of synthesized area: 14.3%
Non-Filler Instances: 274
Post-Syn Area: 890 um^2
Cycle use final: 96.1%
Max-slew violations: 0
IO Pins: 41
Avg Cell Area, Syn: 6.26 um^2
Dominant logic cell type in the layout: buf_4
Worst hold margin: 1510 ps
-- per-layer routing --
metal	vias up	track usage (%)
met1	540	12.0
li1	614	-
met4	0	0.129
met5	-	0
met2	43	11.3
met3	0	0.565
-- worst paths after layout --
kind,end,slack (ps)
worst max-delay path,rd[9],100
worst min-delay path,rd[10],1510
-- cell type report --
cell class	count	area share (%)
timing repair buffer	84	46.0
inverter	2	0.467
tap	70	5.44
multi-input combinational	118	48.1
-- cells by family after synthesis --
kind of cell    count (synthesis)  share of synthesized area [%]
mux                             2                           2.25
compound gates                 51                           36.6
other cells                     2                          0.844
buf+inv                        30                           24.6
simple gates                   57                           35.7
-- critical path: stages --
cell and delay, ps:
clkdlybuf4s15_2 200, buf_4 160, nor2b_2 160, a21oi_1 80
o221a_2 240, nor2_1 90, clkdlybuf4s50_1 470
-- cell usage after synthesis (all sizes together) (2+ instances only) --
| library cell | instances |
|---|---|
| buf | 26 |
| a21oi | 19 |
| nor2 | 13 |
| o21ai | 10 |
| nand2 | 9 |
| nand2b | 8 |
| nor2b | 7 |
| nor3 | 6 |
| and2b | 3 |
| nand3 | 3 |
| o211ai | 3 |
| a31oi | 2 |
| clkbuf | 2 |
| conb | 2 |
| inv | 2 |
| mux2i | 2 |
| o21a | 2 |
| o221a | 2 |
| o22ai | 2 |
-- repair_timing --
action                                  4_1_cts  5_1_grt
gates resized                                49       18
cloned                                        2        0
setup buffers                                 4        2
endpoints found under the setup margin       24       12
hold buffers                                  0        0
pin swaps                                     8        8
-- per-stage QoR --
step           total power [uW]  cell area (um^2)
2_1_floorplan               116               912
3_3_place_gp                204              1440
3_5_place_dp                204              1440
4_1_cts                     223              1550
5_1_grt                     249              1610
6_report                    227              1610
-- power by group through the flow --
stage / clock [uW] / sequential, uW / combinational (uW)
4_1_cts: 0 / 0 / 223
5_1_grt: 0 / 0 / 249
6_report: 0 / 0 / 227
Power is estimated from default activity; no workload was simulated.
