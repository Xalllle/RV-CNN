==> design/flow/design.v <==
package  Pipe_Buf_Reg_PKG;
    typedef struct packed{
        logic [8:0]     Curr_Pc;
        logic [31:0]    Curr_Instr;
    } if_id_reg;
    typedef struct packed{
        logic ALUSrc;
        logic MemtoReg;
        logic RegWrite;
        logic MemRead;
        logic MemWrite;
        logic [1:0]     ALUOp;
        logic Branch;
        logic JalrSel;
        logic [1:0]     RWSel;
        logic [8:0]     Curr_Pc;
        logic [31:0]    RD_One;
        logic [31:0]    RD_Two;
        logic [4:0]     RS_One;
        logic [4:0]     RS_Two;
        logic [4:0]     rd;
        logic [31:0]    ImmG;
        logic [2:0]     func3;
        logic [6:0]     func7;
        logic [31:0]    Curr_Instr;
    } id_ex_reg;
    typedef struct packed{
        logic RegWrite;
        logic MemtoReg;
        logic MemRead;
        logic MemWrite;
        logic [1:0]     RWSel;
        logic [31:0]    Pc_Imm;
        logic [31:0]    Pc_Four;
        logic [31:0]    Imm_Out;
        logic [31:0]    Alu_Result;
        logic [31:0]    RD_Two;
        logic [4:0]     rd;
        logic [2:0]     func3;
        logic [6:0]     func7;
        logic [31:0]    Curr_Instr;
    } ex_mem_reg;
    typedef struct packed{
        logic RegWrite;
        logic MemtoReg;
        logic [1:0]     RWSel;
        logic [31:0]    Pc_Imm;
        logic [31:0]    Pc_Four;
        logic [31:0]    Imm_Out;
        logic [31:0]    Alu_Result;
        logic [31:0]    MemReadData;
        logic [4:0]     rd;
        logic [31:0]    Curr_Instr;
    } mem_wb_reg;
endpackage
`timescale 1ns / 1ps
module datamemory#(
    parameter DM_ADDRESS = 9 ,
    parameter DATA_W = 32
    )(
    input logic clk,
    input logic MemRead ,  
    input logic MemWrite ,  
    input logic [ DM_ADDRESS -1:0] a ,  
    input logic [ DATA_W -1:0] wd ,  
    input logic [2:0] Funct3,  
    output logic [ DATA_W -1:0] rd  
    );
    logic [DATA_W-1:0] mem [(2**DM_ADDRESS)-1:0];
    always_comb
    begin
      if(MemRead)
      begin
          case(Funct3)
          3'b000:  
              rd = {mem[a][7]? 24'hFFFFFF : 24'b0, mem[a][7:0]};
          3'b001:  
              rd = {mem[a][15]? 16'hFFFF : 16'b0, mem[a][15:0]};
          3'b010:  
              rd = mem[a];
          3'b100:  
              rd = {24'b0, mem[a][7:0]};
          3'b101:  
              rd = {16'b0, mem[a][15:0]};
          default:
              rd = mem[a];  
          endcase
      end
      else  
      begin
          rd = '0;
      end
    end
    always @(posedge clk)
    begin
      if (MemWrite)
      begin
          case(Funct3)
          3'b000:  
              mem[a][7:0] =  wd[7:0];
          3'b001:  
              mem[a][15:0] = wd[15:0];
          3'b010:  
              mem[a] = wd;
          default:  
              mem[a] = wd;  
          endcase
      end
    end
endmodule
==> design/flow/run.sh <==
#!/bin/bash
# OpenROAD 26Q1-2900-gdf79404cd8, Yosys 0.63+post, stock flow scripts
make -C /OpenROAD-flow-scripts/flow DESIGN_CONFIG=/design/flow/config.mk WORK_HOME=/design/flow/orfs finish
==> design/flow/config.mk <==
export PLATFORM = sky130hd
export DESIGN_NAME = datamemory
export DESIGN_NICKNAME = datamemory
export VERILOG_FILES = /design/flow/design.v
export SDC_FILE = /design/flow/constraint.sdc
export NUM_CORES = 4
export LEC_CHECK = 1
export CORE_UTILIZATION = 30
export SYNTH_MEMORY_MAX_BITS = 65536
==> design/flow/constraint.sdc <==
current_design datamemory

set clk_period 82.2
set clk_io_pct 0.2

create_clock -name clk0 -period $clk_period [get_ports {clk}]

set non_clock_inputs [all_inputs -no_clocks]
set_input_delay [expr $clk_period * $clk_io_pct] -clock clk0 $non_clock_inputs
set_output_delay [expr $clk_period * $clk_io_pct] -clock clk0 [all_outputs]
==> COMMIT_EDITMSG <==
Log flow metrics for this revision

- The run finished, with violations left.
* Failing checks: max-capacitance violations, max-slew violations
- Category of the worst setup path capture point: output port
* Top cells by instance count after synthesis: 16400 x sky130_fd_sc_hd__edfxtp_1, 4609 x sky130_fd_sc_hd__mux4_2, 1072 x sky130_fd_sc_hd__nor3_1
- Clock-pin slew on the worst setup and hold paths: 0.07 ns
* CTS Buf Count: 1584
- Effective utilization at floorplan: 30.1%
- HP Start: wd[30]
- Total of max-cap violations: 4
- The synthesized design contains 16400 register bits.
- Number of hold buffers added after cts: 0
* Clock tree from TritonCTS: done
- Per the log, the first TritonRoute iteration ended with a DRC count of 22800.
* Crit start category: input pin
* Leakage: 223 nW
- According to the hold report, the worst path is of the in -> reg type.
* Pins over their slew limit: 7
* Largest cells by area after synthesis: sky130_fd_sc_hd__edfxtp_1 78%, sky130_fd_sc_hd__mux4_2 16%, sky130_fd_sc_hd__mux2i_1 1.1%, sky130_fd_sc_hd__nor3_1 0.85%, sky130_fd_sc_hd__buf_4 0.41%
- Detailed placement ended at an HPWL of 1330 mm.
* Antenna Violating Nets Remaining: 0
* CP Cell Sequence: buf_16 -> buf_4 -> buf_4 -> buf_4 -> buf_4 -> buf_4 -> buf_4 -> buf_4 -> mux2i_1 -> a22oi_1 -> nand3_1 -> nand4_1 -> a2111oi_0 -> buf_4 -> nand4_1 -> buf_4 -> o21ai_4 -> buf_4 -> o211ai_1 -> buf_4 -> clkdlybuf4s50_1
- The synthesized netlist handed to floorplanning was reported with a cell count of 27000.
* Core area: 2100000 um2
- The synthesized netlist contains 78 unique library cells.
- Slowest cell on the critical path: sky130_fd_sc_hd__o21ai_4
* Num Clock Sinks: 16400
- Horizontal extent of the die: 1.45 mm
- Global routing used 20.4% of the available tracks.
* Aggregate routed wire length: 2020 mm
- Cell count of the worst hold path: 1
* Area of the mapped netlist: 632000 um2
- The H-tree was split into 7 levels.
- Count of library flops with an enable pin: 16400
- The chip occupies 2110000 um2.
* Hold-critical path endpoint: mem[138][30]
- The die is 1.45 mm tall.
* Total power divided by cell area: 23.6 nW/um2
* Root buffer selected by CTS: sky130_fd_sc_hd__clkbuf_16
* Most frequent cell on the critical path: sky130_fd_sc_hd__buf_4
- Worst slew margin relative to its limit: -11.1%
* Log Warnings: 112
* CP arrival: 26.55 ns
- Number of antenna violations at the first check in global routing: 244
- Yosys Instances: 27000
- The clock passes through at most 6 buffers.
- Unrepaired setup endpoints after global routing: false
- OpenROAD reports that the post-layout worst path occupies 52.3% of the period.
- The total overflow left after global routing is 0.
- Global-route wire length before repair: 2750 mm
* Mean instance size in the synthesized netlist: 23.4 um2
- Yosys instantiated no cell more often than sky130_fd_sc_hd__edfxtp_1.
* Maximum resistive drop on vdd: 0.0000213 V
* Number of fillers in the final layout: 189000
- Buffers added to address setup during post-CTS repair amount to 0.
- Summing over every cut layer, the via total after detailed routing is 306000.
- Routed vias/inst: 5.17
- Per the synth stats, the flop cell with the highest instance count is sky130_fd_sc_hd__edfxtp_1.
* Largest driver fanout on the critical path: 65
- The final layout reports a setup TNS of 0 ns.
* Area of the synthesized netlist per yosys stat: 632000 um2
- Dominant cell type by area after synthesis: sky130_fd_sc_hd__edfxtp_1
* Port Buffers: 78
- Area leader share: 77.8%
- The final timing report derives a shortest allowable period of 42.99 ns.
* Cell Rows: 533
- Vias in the first global route: 338000
- Setup violation total in the final timing report: 0
- Pin count of the biggest net entering global routing: 146
* Max FFs per register: 16400
- At the end of routability-driven placement, the weighted congestion stood at 0.999.
- Ratio of cells with drive above 1 in the final layout: 33.0%
- For this run, the register share of the synthesized area comes to 77.8%.
- Yosys warns: 1
- Delay of the slowest critical-path stage: 0.95 ns
* Count of endpoints failing hold in the final timing report: 0
- Signed area change from the synthesized netlist to the final layout: 15.9%
* Routed length per instance: 34.1 um
- Worst Path Class, Setup: in -> out
* Worst Max-Slew Pin Slew: 1.65 ns
- Once the clock tree was built, the resizer swapped 0 gates to a different size.
* Number of detailed-route iterations in the first pass: 6
* Maximum operating frequency: 23.3 MHz
* Fin util: 34.9%
- The OpenROAD report gives the critical path a required time of 65.76 ns.
* Total DRC errors in the routed layout: 0
* Post-synthesis async set-or-reset flop share: 0%
- IO Count: 79
==> layout make-up <==
class                      count  area, um2  area share [%]
sequential                 16400     492000            67.1
tap                        28100      35100            4.79
antenna                      394        986           0.134
inverter                       9       48.8         0.00665
multi-input combinational   8871     134000            18.3
clock buffer                1910      41400            5.64
timing repair buffer        2544      20100            2.74
clock inverter               954       9190            1.25
==> metrics by stage <==
stage | instance area [um2] | hold WS [ns] | cells | power (mW) | setup slack (ns)
floorplan | 632000 | 16.54 | 27000 | 9.81 | 46.63
global placement | 682000 | 16.84 | 55900 | 10.3 | 38.98
detailed placement | 682000 | 16.84 | 55900 | 10.3 | 39.68
CTS | 732000 | 15.39 | 58800 | 17.4 | 39.67
global route | 733000 | 15.46 | 59000 | 17.7 | 39.34
finish | 733000 | 15.48 | 59200 | 17.3 | 39.21
==> cell families (layout without fill, tap and decap cells) <==
group                  Yosys count  after routing  synth area share [%]
other                            0            394                     0
flip-flops                   16400          16400                  77.8
AND-OR/OR-AND                 1051           1051                  1.16
multiplexers                  5385           5385                  17.7
buffers and inverters         1781           5417                  1.55
AND/OR/NAND/NOR               2435           2435                  1.84
==> worst max-delay path: cells and delay by family <==
| kind | cells | cell delay (ns) |
|---|---|---|
| buffers and inverters | 13 | 6.11 |
| and+or+nand+nor | 3 | 0.70 |
| muxes | 1 | 0.37 |
| AOI/OAI and AO/OA | 4 | 2.49 |
==> where the power goes <==
group | internal [mW] | switching [mW]
combinational | 0.297 | 0.644
sequential | 9.20 | 0.00187
clock | 4.06 | 3.13
total | 13.6 | 3.78
==> how the worst max path moves through the flow <==
stage	startpoint	end	slack, ns	cells past startpoint
4_1_cts	a[1]	rd[30]	39.67	21
6_report	a[1]	rd[30]	39.21	21
5_1_grt	a[1]	rd[30]	39.34	21
==> layer usage <==
metal	share of wire, %	up-vias	global-route usage (%)
li1	-	122000	-
met1	25	155000	16.9
met2	44	24300	28.6
met3	22	4600	20.5
met4	7.8	291	12.4
met5	0.65	-	5.91
==> cell usage in the layout, fill, tap and decap left out, types with 150 or more instances in the layout <==
master,n
sky130_fd_sc_hd__clkbuf_1,303
sky130_fd_sc_hd__nor3_1,554
sky130_fd_sc_hd__mux4_2,4609
sky130_fd_sc_hd__edfxtp_1,16400
sky130_fd_sc_hd__clkbuf_16,1607
sky130_fd_sc_hd__nor3_2,518
sky130_fd_sc_hd__a22oi_1,315
sky130_fd_sc_hd__diode_2,394
sky130_fd_sc_hd__nor2_1,628
sky130_fd_sc_hd__bufinv_16,150
sky130_fd_sc_hd__mux2i_1,688
sky130_fd_sc_hd__clkinv_2,279
sky130_fd_sc_hd__o22ai_1,235
sky130_fd_sc_hd__clkinv_1,375
sky130_fd_sc_hd__nand2_1,167
sky130_fd_sc_hd__buf_4,2417
Power is estimated from default activity; no workload was simulated.
