### design/flow/config.mk
export PLATFORM = sky130hd
export DESIGN_NAME = RegFile
export DESIGN_NICKNAME = RegFile
export VERILOG_FILES = /design/flow/design.v
export SDC_FILE = /design/flow/constraint.sdc
export NUM_CORES = 4
export LEC_CHECK = 1
export CORE_UTILIZATION = 40
### design/flow/constraint.sdc
current_design RegFile

set clk_period 15.5
set clk_io_pct 0.2

create_clock -name clk0 -period $clk_period [get_ports {clk}]

set non_clock_inputs [all_inputs -no_clocks]
set_input_delay [expr $clk_period * $clk_io_pct] -clock clk0 $non_clock_inputs
set_output_delay [expr $clk_period * $clk_io_pct] -clock clk0 [all_outputs]
### design/flow/design.v
package  Pipe_Buf_Reg_PKG;
    typedef struct packed{
        logic [8:0]     Curr_Pc;
        logic [31:0]    Curr_Instr;
    } if_id_reg;
    typedef struct packed{
        logic ALUSrc;
        logic MemtoReg;
        logic RegWrite;
        logic MemRead;
        logic MemWrite;
        logic [1:0]     ALUOp;
        logic Branch;
        logic JalrSel;
        logic [1:0]     RWSel;
        logic [8:0]     Curr_Pc;
        logic [31:0]    RD_One;
        logic [31:0]    RD_Two;
        logic [4:0]     RS_One;
        logic [4:0]     RS_Two;
        logic [4:0]     rd;
        logic [31:0]    ImmG;
        logic [2:0]     func3;
        logic [6:0]     func7;
        logic [31:0]    Curr_Instr;
    } id_ex_reg;
    typedef struct packed{
        logic RegWrite;
        logic MemtoReg;
        logic MemRead;
        logic MemWrite;
        logic [1:0]     RWSel;
        logic [31:0]    Pc_Imm;
        logic [31:0]    Pc_Four;
        logic [31:0]    Imm_Out;
        logic [31:0]    Alu_Result;
        logic [31:0]    RD_Two;
        logic [4:0]     rd;
        logic [2:0]     func3;
        logic [6:0]     func7;
        logic [31:0]    Curr_Instr;
    } ex_mem_reg;
    typedef struct packed{
        logic RegWrite;
        logic MemtoReg;
        logic [1:0]     RWSel;
        logic [31:0]    Pc_Imm;
        logic [31:0]    Pc_Four;
        logic [31:0]    Imm_Out;
        logic [31:0]    Alu_Result;
        logic [31:0]    MemReadData;
        logic [4:0]     rd;
        logic [31:0]    Curr_Instr;
    } mem_wb_reg;
endpackage
`timescale 1ns / 1ps
module RegFile#(
      parameter DATA_WIDTH   = 32,   
      parameter ADDRESS_WIDTH = 5,  
      parameter NUM_REGS = 32
   )
   (
   input  clk,  
   input  rst, 
   input  rg_wrt_en,  
   input  [ADDRESS_WIDTH-1:0] rg_wrt_dest,  
   input  [ADDRESS_WIDTH-1:0] rg_rd_addr1,  
   input  [ADDRESS_WIDTH-1:0] rg_rd_addr2,  
   input  [DATA_WIDTH-1:0] rg_wrt_data,  
   output logic [DATA_WIDTH-1:0] rg_rd_data1,  
   output logic [DATA_WIDTH-1:0] rg_rd_data2  
   );
integer 	 i;
logic [DATA_WIDTH-1:0] register_file [NUM_REGS-1:0];
always @( negedge clk ) 
begin
    if( rst == 1'b1 )
        for (i = 0; i < NUM_REGS ; i = i + 1)
            register_file [i] <= 0;
    else if( rst ==1'b0 && rg_wrt_en ==1'b1 )
        register_file [ rg_wrt_dest ] <= rg_wrt_data;
end
assign rg_rd_data1 = register_file[rg_rd_addr1];
assign rg_rd_data2 = register_file[rg_rd_addr2];
endmodule
### design/flow/run.sh
#!/bin/bash
# OpenROAD 26Q1-2900-gdf79404cd8, Yosys 0.63+post, stock flow scripts
make -C /OpenROAD-flow-scripts/flow DESIGN_CONFIG=/design/flow/config.mk WORK_HOME=/design/flow/orfs finish
==> flow_metrics.tcl <==
# flow metrics
set metrics [dict create \
    grt_pass1_wl_um 278700 \
    hold_class "in2out" \
    hold_start "rg_rd_addr1[1]" \
    holdPathStages 6 \
    die-area_um2 142000 \
    ys_top_logic_family "multiplexers" \
    die_w_um 376.8 \
    drive_gt1_frac 0.07595 \
    largest-register "register_file" \
    htree_levels 3 \
    synthFlopType "edfxtp_1" \
    fin_hold_ws_ns 7.445 \
    clk_pin_slew_ns 0.03 \
    reg_top3 "register_file (1024)" \
    setup-violations-final 0 \
    cts_tree "yes" \
    ctsHoldBuffers 0 \
    io_buffers 113 \
    overflow 0 \
    grt_pass1_vias 44630 \
    post-place-cells 6345 \
    fp.coreArea_um2 139500 \
    route.vias.total 41520 \
    floorplan.core_util 0.4028 \
    ys_area_um2 56200 \
    hold_end "rg_rd_data1[18]" \
    wl_met2_um 90920 \
    dp_hpwl_um 111000 \
    route.met3.wl_um 24150 \
    drc_errors 0 \
    synthTopCellsByArea "edfxtp_1 55%, mux2i_1 18%, and2_1 11%" \
    avgSynthCellArea_um2 12.11 \
    xor_share 0 \
    warning_count 1027 \
    dr.pass1.iters 5 \
    dp_slack_ns 1.260 \
    top_layer_used "met5" \
    ys_ff 1024 \
    clk_path_buf_depth 3 \
    cts_root_buf "clkbuf_16" \
    antenna_left 0 \
    m1WireLength_um 71360 \
    tns_ns 0 \
    crit_fanout 2 \
    vias_per_cell 5.469 \
    finalHoldViolCount 0 \
    cts_sinks 1024 \
    totalWireLength_um 194500 \
    ys_sh_mux 0.1824 \
    fp.dieH_um 376.8 \
    routabilityCongestion 0.9212 \
    yosys.area_share.aoi 0.06982 \
    synth.top_cell.area_share 0.5472 \
    crit_type "reg2out" \
    crit_required_ns 12.40 \
    tightest_slew_ns 0.9372 \
    adder_share 0 \
    syn_to_final_growth_pct 19.21 \
    yosysSeqAreaShare 0.5472 \
    top_area_cell "edfxtp_1" \
    post_cts_resize_count 0 \
    simple_gate_area_frac 0.1610 \
    synth-edff-count 1024 \
    arrival_ns 10.60 \
    synth_cells 4641 \
    p_total_uw 8086 \
    drt_iter0_drc 2709 \
    layout_setup_ws_ns 1.796 \
    endpoint_kind "output port" \
    critPathLaunchType "flop" \
    rsz0062_at_grt "no" \
    async_flop_share 0 \
    core.rowCount 137 \
    ys_warn_count 1 \
    grt_antenna_before_repair 10 \
    slew_headroom 0.3752 \
    largest_reg_flops 1024 \
    timing.max_cap.violations 0 \
    irDropWorstVdd_mv 0.09346 \
    ios 114 \
    ys_types 31 \
    cellLeakagePower_uw 0.02995 \
    status "completed" \
    grt.total_usage 0.2925 \
    slew_viol_final 0 \
    syn-cell-area_um2 56200 \
    final_cells 7592 \
    numCtsBuffers 118 \
    ys_cells 4641 \
    power.density_nw_per_um2 120.7 \
    routedWlPerCell_um 25.62 \
    cts_setup_buffers 0 \
    grt_max_degree 84 \
]
-- Yosys cell counts, types with 21 or more instances --
master	instances
a22o_1	128
or2_2	34
mux2i_1	1024
clkbuf_2	21
nor3_1	64
a22oi_1	192
clkbuf_1	247
and2_1	1026
nand2_1	196
buf_4	83
buf_1	25
a21oi_1	192
nand3_1	193
a31oi_1	64
buf_2	53
edfxtp_1	1024
-- worst max path at each step --
stage,start,endpoint,cells past startpoint
4_1_cts,register_file[0][28]$_SDFFCE_NN0P_,rg_rd_data1[28],6
5_1_grt,register_file[0][28]$_SDFFCE_NN0P_,rg_rd_data2[28],6
6_report,register_file[0][28]$_SDFFCE_NN0P_,rg_rd_data1[28],6
-- stage by stage --
stage / util / area (µm²)
after detailed placement: 0.4230 / 59020
final: 0.4801 / 66990
after floorplan: - / 56200
after global routing: 0.4801 / 66990
after CTS: 0.4801 / 66990
after global placement: 0.4230 / 59020
-- routing by layer --
layer | global-route usage | vias up
li1 | - | 18950
met1 | 0.3495 | 20050
met2 | 0.4296 | 2104
met3 | 0.1727 | 415
met4 | 0.1372 | 8
met5 | 0.004460 | -
-- cell usage in the layout, fill, tap and decap left out, drive strengths merged --
cell           count
diode              2
a31oi             64
or3b               2
a21oi            192
nand2b             5
bufinv            24
nand3            194
clkinvlp          28
buf              165
and2            1026
a22oi            192
nor2              36
a22o             128
nand2            196
clkinv             3
nor3              64
or2               34
or3                2
clkbuf           119
nor2b              5
clkdlybuf4s50    111
nand3b             4
mux2i           1024
edfxtp          1024
inv             1072
-- kinds of logic after synthesis --
family,after synthesis
AND-OR/OR-AND,576
buffers and inverters,449
flip-flops,1024
multiplexers,1024
AND/OR/NAND/NOR,1568
-- final cells by class --
class                           count  area (µm²)
Sequential cell                  1024       30750
Fill cell                       12160       72540
Clock inverter                   1127        4991
Antenna cell                        2       5.005
Clock buffer                      119        2978
Timing Repair Buffer              276        2490
Multi-Input combinational cell   3168       23430
Tap cell                         1876        2347
-- worst max-delay path: stages (launching register included) --
cell and delay (ns):
edfxtp_1 0.34, mux2i_1 0.08, a22o_1 0.27, nor3_1 0.54, a31oi_1 0.15, nand3_1 0.23, clkdlybuf4s50_1 0.51
-- power breakdown --
part | internal [µW] | switching, µW | total, µW
Clock | 2140 | 1850 | 3990
Combinational | 291 | 500 | 792
Sequential | 3220 | 78.5 | 3300
No activity file was given, so power comes from the tool's default toggle rates.
